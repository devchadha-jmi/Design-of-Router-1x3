<file path="./design.v">
module router_reg (
  input 		clock,
  input 		resetn,
  input 		pkt_valid,
  input	[7:0]	data_in,
  input  		fifo_full,
  input 		rst_int_reg,
  input 		detect_add,
  input 		ld_state,
  input 		laf_state,
  input 		full_state,
  input 		lfd_state,
  output reg		parity_done,
  output reg		low_pkt_valid,
  output reg 		err,
  output reg [7:0]	dout
);
  reg [7:0] header_latch;
  reg [7:0] FIFO_Full_latch;
  reg [7:0] Internal_Parity_latch;
  reg [7:0] Packet_Parity_latch;
  always @ (posedge clock)
    begin
      if (!resetn || detect_add)
        begin
          parity_done 	<= 	1'b0;
        end
      else if ((ld_state && !fifo_full && !pkt_valid) || (laf_state && low_pkt_valid && !parity_done))   
        begin
          parity_done 	<= 	1'b1;
        end
    end
  always @ (posedge clock)
    begin
      if (!resetn || rst_int_reg)
        begin
          low_pkt_valid <= 1'b0;
        end
      else if (ld_state && !pkt_valid)
        begin
          low_pkt_valid <= 1'b1;
        end
    end
  always @ (posedge clock)
    begin
      if (!resetn)
        begin
          err <= 1'b0;
        end
      else if (parity_done && (Internal_Parity_latch != Packet_Parity_latch))
        err <= 1'b1;
      else
        err <= 1'b0;
    end
  always @ (posedge clock)
    begin
      if (!resetn)
        begin
          dout					<=	8'b0;
          header_latch 			<= 	8'b0;
          FIFO_Full_latch 		<=	8'b0;
          Internal_Parity_latch	<=	8'b0;
          Packet_Parity_latch	<=	8'b0;
        end
      else if (detect_add && pkt_valid)
        header_latch <=	data_in;
      else if (lfd_state)
        begin
          dout <=	header_latch;
        end
      else if (ld_state && !fifo_full)
        dout <= data_in;
      else if (ld_state && fifo_full)
        FIFO_Full_latch <= data_in;
      else 
        begin
          if (laf_state)
        	dout <= FIFO_Full_latch;
        end 
    end
  always @ (posedge clock)
    begin
      if (!resetn)
        begin
          Internal_Parity_latch	<=	8'b0;
          Packet_Parity_latch	<=	8'b0;
        end
      else if (lfd_state)
        Internal_Parity_latch	<=	Internal_Parity_latch ^ header_latch;
      else if (detect_add)
        Internal_Parity_latch <= 8'b0;
      else if(ld_state && pkt_valid && !full_state)
		Internal_Parity_latch <= Internal_Parity_latch ^ data_in;
      else if (!pkt_valid && ld_state)
		Packet_Parity_latch <= data_in;
    end
endmodule
</file>
<file path="./run.sh">
#!/bin/bash
# OpenROAD 26Q1-2900-gdf79404cd8, Yosys 0.63+post, stock flow scripts
make -C /OpenROAD-flow-scripts/flow DESIGN_CONFIG=/design/flow/config.mk WORK_HOME=/design/flow/orfs finish
</file>
<file path="./constraint.sdc">
current_design router_reg

set clk_period 2.2
set clk_io_pct 0.2

create_clock -name clk0 -period $clk_period [get_ports {clock}]

set non_clock_inputs [all_inputs -no_clocks]
set_input_delay [expr $clk_period * $clk_io_pct] -clock clk0 $non_clock_inputs
set_output_delay [expr $clk_period * $clk_io_pct] -clock clk0 [all_outputs]
</file>
<file path="./config.mk">
export PLATFORM = sky130hd
export DESIGN_NAME = router_reg
export DESIGN_NICKNAME = router_reg
export VERILOG_FILES = /design/flow/design.v
export SDC_FILE = /design/flow/constraint.sdc
export NUM_CORES = 4
export LEC_CHECK = 1
export CORE_AREA = 10 10 98 98
export DIE_AREA = 0 0 108 108
</file>
==> results_dict.tcl <==
# flow metrics
set metrics [dict create \
    floorplanUtilization_pct 17.28 \
    setup.worst_path.start_class "input port" \
    grt_setup_unrepaired "false" \
    power.leakage_nw 0.6284 \
    detailedPlacementHpwl_microns 2284 \
    power.density_nw_per_um2 561.3 \
    initial_antenna_violation_count 0 \
    dieWidth_microns 108 \
    clock_path_buffers 2 \
    cts-buffers-inserted 3 \
    number_of_maximum_capacitance_constraint_violations 0 \
    netlist-cell-type-count 27 \
    final_max_slew_violation_count 0 \
    syn-cell-area_sq_um 1321 \
    hold_ws_ns 0.4525 \
    cpLargestDelayFamily "buffers and inverters" \
    route.antenna.remaining_nets 0 \
    drc_errors 0 \
    post-route-min-period_ns 1.745 \
    final_design_area_no_fill_sq_um 1777 \
    logic_area_sq_um 724.4 \
    yosys_warnings 33 \
    postCtsSetupBuffers 0 \
    worstPathBufferInverterCount 1 \
    cts_tree "built" \
    syn-instance-count 149 \
    detailedRoute.firstIterationViolations 50 \
    cell_by_cell_trace_of_the_critical_path "clkdlybuf4s50_1 -> or4b_1 -> o2111ai_1 -> mux2i_1" \
    sequential_cell_area_sq_um 520.5 \
    yosys-stat-cells 149 \
    ys_ff 26 \
    yosys-top-cells-area "sky130_fd_sc_hd__dfxtp_1 (39%), sky130_fd_sc_hd__a21boi_1 (9.1%), sky130_fd_sc_hd__nand2_1 (7.1%), sky130_fd_sc_hd__mux2i_1 (6.1%), sky130_fd_sc_hd__or4b_1 (6.1%)" \
    drt_pre_antenna_iters 4 \
    hold_path.class "reg -> reg" \
    ir_drop_v 0.0001499 \
    cp_data_required_time_ns 2.36 \
    boundaryPins 29 \
    yosys.stat.chipArea_sq_um 1321 \
    crit_path_max_fanout 11 \
    worst_path_cell_with_the_longest_stage_delay "sky130_fd_sc_hd__clkdlybuf4s50_1" \
    worst_path_largest_cell_delay_ns 0.63 \
    clock_sink_count 26 \
    full_die_area_sq_um 11660 \
    floorplan.die.height_microns 108 \
    post_synth.cell_area_avg_sq_um 8.868 \
    routabilityCongestion 0.7690 \
    antenna_cells_inserted 0 \
    route.detailed.wl_per_inst_microns 12.17 \
    hold_buffers 0 \
    fillers 812 \
    outcome "finished clean" \
    grt_start_max_net_pins 35 \
    area_growth_syn_to_layout_pct 34.47 \
    fin_worst_skew_ns 0.003735 \
    clock_tree.root_cell "sky130_fd_sc_hd__clkbuf_8" \
    num_rows 32 \
    layout_worst_path_cycle_share_pct 79.32 \
    h-tree-depth 1 \
    crit_path_capture_type "flop" \
    post_cts.resized_instances 0 \
    route.final.wire_length_microns 3347 \
    placement.io_buffers 26 \
    timing.setup.critical_path_class "in -> reg" \
    top_area_share_pct 39.39 \
    setup_viol_count_final 0 \
    route.detailed.vias_per_inst 4.029 \
    placedInstanceArea_sq_um 1722 \
    grt_first_pass_wirelength_microns 5506 \
    final_hold_violation_count 0 \
    setup_total_negative_slack_ns 0 \
    first_global_vias 1113 \
    fmax_mhz 573.1 \
    synth.largest_area_cell "sky130_fd_sc_hd__dfxtp_1" \
    post_route_cells_drive_above_1_share_pct 12.14 \
    insertion_delay_ns 0.27 \
    openroad.warnings 26 \
    cts.clk_slew.worst_paths_ns 0.09 \
    globalRouteTotalUtil_pct 5.551 \
    grt_overflow_total 0 \
    edf_count 0 \
    arrival_ns 1.90 \
    ys.flop_type "sky130_fd_sc_hd__dfxtp_1" \
    core_area_sq_um 7647 \
    share_of_async_settable_or_async_resettable_flops_after_synthesis_pct 0 \
    routed-via-count 1108 \
    synth.yosys.seq_area_share_pct 39.39 \
]
## flip-flops by register name, summed over array words and instances (netlist names)
| signal | count |
|---|---|
| FIFO_Full_latch | 8 |
| header_latch | 8 |
| low_pkt_valid | 1 |
| dout | 8 |
| parity_done | 1 |
## kinds of logic after synthesis
family	count (synthesis)	synth area share (%)
muxes	8	6.061
and+or+nand+nor	64	28.41
DFF	26	39.39
other	1	0.2838
AOI/OAI and AO/OA	35	20.08
buffers and inverters	15	5.776
## worst paths after layout
path	startpoint	endpoint	slack, ns	depth (start not counted)
setup / recovery	fifo_full	dout[3]$_SDFFE_PN0P_	0.45	4
hold / removal	header_latch[4]$_SDFFE_PN0P_	header_latch[4]$_SDFFE_PN0P_	0.45	2
setup reg to reg	FIFO_Full_latch[3]$_SDFFE_PN0P_	dout[3]$_SDFFE_PN0P_	1.16	3
hold reg to reg	header_latch[4]$_SDFFE_PN0P_	header_latch[4]$_SDFFE_PN0P_	0.45	2
## cell usage in the layout, fill, tap and decap left out
cell / n
sky130_fd_sc_hd__nand2b_1: 8
sky130_fd_sc_hd__nand3_1: 8
sky130_fd_sc_hd__a21boi_1: 16
sky130_fd_sc_hd__buf_4: 6
sky130_fd_sc_hd__or2_1: 2
sky130_fd_sc_hd__and2b_4: 1
sky130_fd_sc_hd__mux2i_1: 8
sky130_fd_sc_hd__dfxtp_1: 26
sky130_fd_sc_hd__nand2_1: 25
sky130_fd_sc_hd__a21oi_1: 1
sky130_fd_sc_hd__o31ai_4: 1
sky130_fd_sc_hd__conb_1: 1
sky130_fd_sc_hd__nand3b_1: 1
sky130_fd_sc_hd__inv_1: 1
sky130_fd_sc_hd__a221oi_1: 1
sky130_fd_sc_hd__nor3b_1: 2
sky130_fd_sc_hd__clkdlybuf4s50_1: 26
sky130_fd_sc_hd__buf_12: 2
sky130_fd_sc_hd__or2_2: 6
sky130_fd_sc_hd__o21ai_1: 8
sky130_fd_sc_hd__and2_1: 1
sky130_fd_sc_hd__o2111ai_1: 8
sky130_fd_sc_hd__nor2b_4: 1
sky130_fd_sc_hd__or4b_1: 8
sky130_fd_sc_hd__and3b_1: 1
sky130_fd_sc_hd__clkbuf_8: 4
## final cells by class
cell class / count / share of cell area, %
clock buffer: 4 / 3.099
inverter: 1 / 0.2113
multi-input combinational: 108 / 40.77
sequential: 26 / 29.30
tap: 102 / 7.183
timing repair buffer: 34 / 19.44
## worst reg2reg max path: cells and delay by family, from the launching register on
family           cells  cell delay, ns
flip-flops           1            0.32
multiplexers         1            0.10
AND/OR/NAND/NOR      1            0.28
AND-OR/OR-AND        1            0.23
## per-layer routing
layer  up-vias  part of all wire, %  wire length, microns  track usage [%]
met5         -                    0                     0                0
met4         0                  1.2                    40           0.7634
met3         2                  4.7                   158            1.024
met2        15                   50                  1686            9.698
met1       521                   44                  1462            7.119
li1        570                    -                     -                -
## Yosys cell counts, drive strengths merged (2+ instances only)
master,instances
or2,8
or4b,8
o2111ai,8
buf,7
a21boi,16
nor3b,2
o21ai,8
mux2i,8
nand2b,8
dfxtp,26
nand3,8
clkbuf,7
nand2,25
## through the flow
stage	utilization, %	setup slack [ns]	std cells	power [mW]
after global routing	23.23	0.3765	275	1.044
after CTS	23.23	0.4588	275	1.013
after global placement	22.51	0.1541	271	0.6993
after floorplan	-	0.7076	149	0.6074
after detailed placement	22.51	0.1618	271	0.7004
final	23.23	0.4550	275	0.9972
## power breakdown
| group | switching, mW | leakage [nW] | internal (mW) |
|---|---|---|---|
| clock network | 0.150 | 0.0288 | 0.160 |
| registers | 0.00928 | 0.212 | 0.493 |
| logic | 0.0802 | 0.387 | 0.105 |
Power is estimated from default activity; no workload was simulated.
