--- flow/run.sh ---
#!/bin/bash
# OpenROAD 26Q1-2900-gdf79404cd8, Yosys 0.63+post, stock flow scripts
make -C /OpenROAD-flow-scripts/flow DESIGN_CONFIG=/design/flow/config.mk WORK_HOME=/design/flow/orfs finish
--- flow/config.mk ---
export PLATFORM = sky130hd
export DESIGN_NAME = router_fifo
export DESIGN_NICKNAME = router_fifo
export VERILOG_FILES = /design/flow/design.v
export SDC_FILE = /design/flow/constraint.sdc
export NUM_CORES = 4
export LEC_CHECK = 1
export CORE_UTILIZATION = 40
--- flow/constraint.sdc ---
current_design router_fifo

set clk_period 3.6
set clk_io_pct 0.2

create_clock -name clk0 -period $clk_period [get_ports {clock}]

set non_clock_inputs [all_inputs -no_clocks]
set_input_delay [expr $clk_period * $clk_io_pct] -clock clk0 $non_clock_inputs
set_output_delay [expr $clk_period * $clk_io_pct] -clock clk0 [all_outputs]
--- flow/design.v ---
module router_fifo		#(parameter width = 8,
                         parameter depth = 16)(
  input 	clock,					 
  input 	resetn,					 
  input 	soft_reset,				 
  input 	write_enb,
  input 	read_enb,
  input 	[width:0]data_in,
  output 	[width-1:0]data_out,
  output reg full,
  output reg empty
);
  reg [$clog2(depth)-1:0] rd_ptr,wr_ptr;      
  reg [$clog2(depth):0] fifo_counter;
  wire READ  = ~(~resetn  ) && !empty && read_enb;
  wire WRITE = ~(~resetn  ) && !full  && write_enb;
  reg [width-1:0]FIFO[depth];
  reg [width:0]data_out_temp;
  always @ (*)
    begin
      empty <= (fifo_counter == 0);
      full  <= (fifo_counter == depth);
    end
  always @ (posedge clock)
    begin
      if (~resetn  )
        fifo_counter <= 'b0;
      else if (READ && WRITE)
        fifo_counter <= fifo_counter;
      else if (READ && ~WRITE)
        fifo_counter <= fifo_counter-1;
      else if (~READ && WRITE)
        fifo_counter <= fifo_counter+1;
      else
        fifo_counter <= fifo_counter;   
    end
  always @ (posedge clock)
    begin
      if (~resetn  )
        begin
          for(int i = 0; i < depth; i++)
            begin
              FIFO[i] <= 'b0;
            end
        end
      else if (READ && WRITE)
        begin
          FIFO[wr_ptr]  <= data_in;
          data_out_temp <= FIFO[rd_ptr];
        end
      else if (READ && ~WRITE)
        begin
          FIFO[wr_ptr]  <= FIFO[wr_ptr];
          data_out_temp <= FIFO[rd_ptr];
        end
      else if (~READ && WRITE)
        begin
          FIFO[wr_ptr]  <= data_in;
          data_out_temp <= 'b0;
        end
      else
        begin
          FIFO[wr_ptr]  <= FIFO[wr_ptr];
          data_out_temp <= 'b0;
        end   
    end
  always @ (posedge clock)
    begin
      if (~resetn  )
        begin
          rd_ptr <= 0;
          wr_ptr <= 0;
        end
      else if (READ && WRITE)
        begin
          rd_ptr <= rd_ptr + 1;
          wr_ptr <= wr_ptr + 1;
        end
      else if (READ && ~WRITE)
        begin
          rd_ptr <= rd_ptr + 1;
          wr_ptr <= wr_ptr;
        end
      else if (~READ && WRITE)
        begin
          wr_ptr <= wr_ptr + 1;
          rd_ptr <= rd_ptr;
        end
      else
        begin
          wr_ptr <= wr_ptr;
          rd_ptr <= rd_ptr;
        end
    end
  wire out_disable;     
  wire load_timer = data_out_temp[0];
  Timer2 dut (.clock(clock),
             .resetn(resetn),
             .READ(READ),
             .soft_reset(soft_reset),
             .load_timer(load_timer),
             .data(data_out_temp[width : width-5]),
             .time_out(out_disable)
            );
  assign data_out = (out_disable || data_out_temp == 'b0) ? 'bz: data_out_temp[width:1];
endmodule
module Timer2 (input clock,
              input resetn,
              input READ,
              input soft_reset,
  			  input load_timer,
              input [5:0]data,     
              output time_out      
             );
 reg [6:0]counter;
  always @ (posedge clock)
    begin
      if (~resetn  )
        counter <= 'b0;
      else if (READ && counter == 'b0)
        counter <= data + 1'b1;
      else if (READ && counter != 'b0  )
        counter <= counter - 1'b1;
      else
        counter <= 'b0;
    end
  assign time_out = (~load_timer && counter == 'b0) ? 1'b1 : 1'b0;
endmodule
==> flow_results.xml <==
<?xml version="1.0" encoding="UTF-8"?>
<metrics>
  <group name="pwr">
    <metric name="power_switching" unit="W">0.0009043</metric>
    <metric name="ir_drop" unit="V">0.0003269</metric>
    <metric name="combPwrFrac" unit="">0.138</metric>
    <metric name="power.internal" unit="W">0.002961</metric>
    <metric name="power_density" unit="nW/µm²">515.3</metric>
    <metric name="p_leak" unit="nW">2.734</metric>
    <metric name="seq_power_share" unit="">0.479</metric>
    <metric name="netSwitchingFraction" unit="">0.2339</metric>
    <metric name="power.share.clock" unit="">0.383</metric>
    <metric name="p_total" unit="W">0.003866</metric>
  </group>
  <group name="clocking">
    <metric name="clock_path_buffers" unit="">2</metric>
    <metric name="cts_num_sinks" unit="">136</metric>
    <metric name="htree_num_levels" unit="">4</metric>
    <metric name="cts.hold.buffers_added" unit="">0</metric>
    <metric name="root_buffer" unit="">clkbuf_16</metric>
    <metric name="postCtsResizedCells" unit="">0</metric>
    <metric name="postCtsSetupRepairBufs" unit="">0</metric>
    <metric name="clock_insertion_delay_at_the_later_pin_of_the_skew_report" unit="ps">410</metric>
    <metric name="cts_made_buffers" unit="">17</metric>
    <metric name="tritoncts_clock_tree" unit="">done</metric>
    <metric name="clk_pin_slew_worst_paths" unit="ps">50</metric>
  </group>
  <group name="placement">
    <metric name="port-buffer-count" unit="">19</metric>
    <metric name="pre_cts_slack" unit="ps">233.6</metric>
    <metric name="dp_hpwl" unit="µm">9042</metric>
    <metric name="dpl-instance-area" unit="µm²">7003</metric>
    <metric name="routabilityCongestion" unit="">0.8393</metric>
  </group>
  <group name="job">
    <metric name="tool_warnings" unit="">36</metric>
    <metric name="max-cap-violations" unit="">0</metric>
  </group>
  <group name="drt">
    <metric name="first_pass_iters" unit="">5</metric>
    <metric name="postRouteAntennaNets" unit="">0</metric>
    <metric name="wl_per_cell" unit="µm">17.61</metric>
    <metric name="antennaDiodeCount" unit="">0</metric>
    <metric name="detailedRoute.firstIterationViolations" unit="">254</metric>
    <metric name="route.vias.total" unit="">3802</metric>
    <metric name="avgViaCountPerCell" unit="">4.983</metric>
    <metric name="remaining_drc_errors" unit="">0</metric>
    <metric name="route.final.wire_length" unit="µm">13440</metric>
  </group>
  <group name="logic_synthesis">
    <metric name="synth_xor_xnor_area_share" unit="">0.009222</metric>
    <metric name="synthesis.instances" unit="">501</metric>
    <metric name="ys_seq_frac" unit="">0.6010</metric>
    <metric name="synth_adder_area_share" unit="">0.02997</metric>
    <metric name="top_cells_by_count" unit="">edfxtp_1 (119), and2_1 (113), mux2i_1 (46)</metric>
    <metric name="enable_flop_cells" unit="">119</metric>
    <metric name="post_synth_main_area_contributors" unit="">edfxtp_1 (55%), and2_1 (11%), mux2i_1 (7.1%)</metric>
    <metric name="simple_gate_area_frac" unit="">0.1758</metric>
    <metric name="aoi_share" unit="">0.05898</metric>
    <metric name="synth-warning-count" unit="">3</metric>
    <metric name="synth-cells-yosys" unit="">501</metric>
    <metric name="synth_top_area_share" unit="">0.5487</metric>
    <metric name="synth_area" unit="µm²">6512</metric>
    <metric name="top_area_cell" unit="">edfxtp_1</metric>
    <metric name="yosys-stat-area" unit="µm²">6512</metric>
    <metric name="proportion_of_register_bits_with_asynchronous_set_or_reset_after_synthesis" unit="">0</metric>
    <metric name="synth.area.mux_share" unit="">0.09491</metric>
    <metric name="post_synth_main_logic_family" unit="">simple AND/OR/NAND/NOR gates</metric>
    <metric name="synth-seq-cells" unit="">136</metric>
    <metric name="synth_dominant_cell_count" unit="">edfxtp_1</metric>
    <metric name="syn_area_per_cell" unit="µm²">13.00</metric>
    <metric name="synth_cell_types" unit="">43</metric>
    <metric name="most_used_flip_flop_cell" unit="">edfxtp_1</metric>
  </group>
  <group name="floorplanning">
    <metric name="core-area" unit="µm²">15890</metric>
    <metric name="die_w" unit="µm">129.6</metric>
    <metric name="num_io_pins" unit="">24</metric>
    <metric name="floorplan.initialDensity" unit="">0.4100</metric>
    <metric name="fp.dieH" unit="µm">129.6</metric>
    <metric name="chip_area" unit="µm²">16790</metric>
    <metric name="standard_cell_row_count" unit="">46</metric>
  </group>
  <group name="final_timing">
    <metric name="min_period_over_period" unit="">0.8228</metric>
    <metric name="fin_ws" unit="ps">637.8</metric>
    <metric name="rsz0062_at_grt" unit="">false</metric>
    <metric name="final.setup.tns" unit="ps">0</metric>
    <metric name="finalWorstPathRequiredPeriod" unit="ps">2962</metric>
    <metric name="max-slew-margin-rel" unit="">0.5268</metric>
    <metric name="skew" unit="ps">4.105</metric>
    <metric name="report.final.setup_viol" unit="">0</metric>
    <metric name="achievable-frequency" unit="GHz">0.3376</metric>
    <metric name="max_slew.worst_pin.slew" unit="ps">707.1</metric>
    <metric name="slew_viol_final" unit="">0</metric>
    <metric name="report.final.hold_viol_count" unit="">0</metric>
  </group>
  <group name="finish">
    <metric name="filler_cells_inserted" unit="">1385</metric>
    <metric name="logic_area" unit="µm²">2406</metric>
    <metric name="postLayoutCoreUtil" unit="">0.4722</metric>
    <metric name="seqCellArea" unit="µm²">3915</metric>
    <metric name="post_route_cells_drive_above_1_share" unit="">0.1225</metric>
    <metric name="final_design_area_no_fill" unit="µm²">7501</metric>
    <metric name="synthToLayoutAreaGrowth" unit="%">15.18</metric>
  </group>
  <group name="worst_setup_path">
    <metric name="timing.setup.critical_path_class" unit="">in -&gt; reg</metric>
    <metric name="timing.critical_path.slowest_stage_cell" unit="">clkdlybuf4s50_1</metric>
    <metric name="worst_stage_delay_on_the_critical_path" unit="ps">670</metric>
    <metric name="timing.critical_path.buf_inv" unit="">2</metric>
    <metric name="crit_fanout" unit="">9</metric>
    <metric name="cp_cell_sequence" unit="">clkdlybuf4s50_1, nand2_1, inv_1, ha_1, a211o_1, nand3_2, nor3_2, nand2b_1</metric>
    <metric name="start_kind" unit="">primary input</metric>
    <metric name="timing.critical_path.to_type" unit="">flip-flop</metric>
    <metric name="critPathRequiredTime" unit="ps">3670</metric>
    <metric name="critical_path_arrival" unit="ps">3030</metric>
    <metric name="kind_of_cell_adding_the_most_delay_to_the_critical_path" unit="">simple AND/OR/NAND/NOR gates</metric>
  </group>
  <group name="grt">
    <metric name="gr-usage-all-layers" unit="">0.1831</metric>
    <metric name="number_of_global_route_vias_before_repair" unit="">3759</metric>
    <metric name="grt-ovfl-total" unit="">0</metric>
    <metric name="antenna_violations_before_repair" unit="">0</metric>
    <metric name="maximum_number_of_pins_on_one_net_before_global_route_repair" unit="">30</metric>
    <metric name="grt_pass1_wl" unit="µm">21120</metric>
  </group>
  <group name="run_status">
    <metric name="outcome" unit="">complete, no violations</metric>
  </group>
  <group name="min_path">
    <metric name="min_path_type" unit="">reg -&gt; reg</metric>
  </group>
</metrics>
## sequential cells by signal, summed over array words and instances, names as in the netlist, named ones only
register	count
FIFO	112
data_out_temp	7
fifo_counter	5
rd_ptr	4
wr_ptr	4
## area by class of cell
| cell class | count | share of cell area |
|---|---|---|
| Sequential cell | 136 | 0.5219 |
| Multi-Input combinational cell | 329 | 0.3208 |
| Clock buffer | 20 | 0.05822 |
| Timing Repair Buffer | 44 | 0.05038 |
| Tap cell | 216 | 0.03603 |
| Clock inverter | 9 | 0.008173 |
| Inverter | 9 | 0.004504 |
## power groups by stage
stage / sequential [W] / combinational [W] / clock, W
4_1_cts: 0.00185 / 0.000540 / 0.00151
5_1_grt: 0.00186 / 0.000585 / 0.00157
6_report: 0.00185 / 0.000532 / 0.00148
## cells by family (layout without fill, tap and decap cells)
group                      count (synthesis)  count (layout)
and+or+nand+nor                          197             197
other                                      1               1
adders and majority gates                 15              15
AOI/OAI and AO/OA                         57              57
xor gates and xnor gates                   6               6
DFF                                      136             136
muxes                                     53              53
buffers and inverters                     36              82
## cells in the final DEF, fill, tap and decap left out, types with 2 or more instances in the layout
cell type	n
edfxtp_1	119
and2_1	113
mux2i_1	46
nor2_1	26
buf_4	25
a22oi_1	21
nand2_1	19
clkdlybuf4s50_1	19
o21ai_0	18
clkbuf_16	17
dfxtp_1	16
ha_1	14
nand2b_1	13
inv_1	9
nand3_1	9
mux4_2	7
clkinv_1	7
a21oi_1	5
nand3_2	4
nor3_2	4
xor2_1	3
clkbuf_1	3
nor2b_1	2
o21ai_1	2
xnor2_1	2
o21a_1	2
nand4_1	2
nand3b_1	2
## per-layer routing
layer	routed length, µm	vias to the layer above	track usage
met1	6205	1847	0.2879
li1	-	1871	-
met5	0	-	0
met3	846	8	0.05551
met2	6268	76	0.2806
met4	119	0	0.01847
## worst reg2reg max path, stage by stage, from the launching register on
cell and delay (ps):
dfxtp_1 320, or4_4 590, o21a_4 240, nand2_1 140, inv_1 100, ha_1 270
a211o_1 340, nand3_2 220, nor3_2 70, nand2b_1 330
## stage by stage
stage          instances  hold WS [ps]
3_5_place_dp         734         494.1
3_3_place_gp         734         490.9
6_report             763         511.0
5_1_grt              763         538.7
4_1_cts              763         507.3
2_1_floorplan        501         467.7
## worst paths after layout
path	start	end	slack, ps	cells past startpoint
setup reg to reg	fifo_counter[3]$_SDFFE_PN0P_	FIFO[2][4]$_SDFFCE_PN0P_	660	9
setup / recovery	resetn	FIFO[2][4]$_SDFFCE_PN0P_	640	8
hold / removal	rd_ptr[1]$_SDFFE_PN0N_	rd_ptr[1]$_SDFFE_PN0N_	510	2
hold reg to reg	rd_ptr[1]$_SDFFE_PN0N_	rd_ptr[1]$_SDFFE_PN0N_	510	2
Power and IR drop assume default switching activity.
