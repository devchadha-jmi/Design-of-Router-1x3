==> design.v <==
module router_fsm (
  input 		clock,
  input 		resetn,
  input 		pkt_valid,
  input			parity_done,
  input [1:0]	data_in,
  input 		soft_reset_0,
  input 		soft_reset_1,
  input 		soft_reset_2,
  input 		fifo_full,
  input 		low_pkt_valid,
  input 		fifo_empty_0,
  input			fifo_empty_1,
  input 		fifo_empty_2,
  output 		busy,
  output		detect_add,
  output		ld_state,
  output 		laf_state,
  output		full_state,
  output 		write_enb_reg,
  output		rst_int_reg,
  output		lfd_state
);
  reg [2:0]state, next_state;
  parameter DECODE_ADDRESS		= 	3'b000,
  			LOAD_FIRST_DATA		=	3'b001,
  			LOAD_DATA			=	3'b010,
  			LOAD_PARITY			=	3'b011,
  			FIFO_FULL_STATE		=	3'b100,
  			LOAD_AFTER_FULL		=	3'b101,
  			WAIT_TILL_EMPTY		=	3'b110,
  			CHECK_PARITY_ERROR	=	3'b111;
  always @ (*)
    begin
      case (state)
        DECODE_ADDRESS: next_state = ((pkt_valid && (data_in[1:0] == 2'b00) && fifo_empty_0)|
                                      (pkt_valid && (data_in[1:0] == 2'b01) && fifo_empty_1)| 
                                      (pkt_valid && (data_in[1:0] == 2'b10) && fifo_empty_2)) ? LOAD_FIRST_DATA : 
          ((pkt_valid && (data_in[1:0] == 2'b00) && !fifo_empty_0)|
           (pkt_valid && (data_in[1:0] == 2'b01) && !fifo_empty_1)| 
           (pkt_valid && (data_in[1:0] == 2'b10) && !fifo_empty_2)) ? WAIT_TILL_EMPTY : DECODE_ADDRESS;
        LOAD_FIRST_DATA: next_state <= LOAD_DATA;
        LOAD_DATA: next_state <= (fifo_full) ? FIFO_FULL_STATE : (!fifo_full && !pkt_valid) ? LOAD_PARITY : LOAD_DATA;
        LOAD_PARITY: next_state <= CHECK_PARITY_ERROR;
        FIFO_FULL_STATE: next_state <= (fifo_full) ? FIFO_FULL_STATE : LOAD_AFTER_FULL;
        LOAD_AFTER_FULL: next_state <= (parity_done) ? DECODE_ADDRESS : 
          							   (!parity_done && low_pkt_valid) ? LOAD_PARITY : 
          							   (!parity_done && !low_pkt_valid) ? LOAD_DATA : LOAD_AFTER_FULL;
        WAIT_TILL_EMPTY: next_state <= (((data_in[1:0] == 2'b00) && fifo_empty_0)|
                                       ((data_in[1:0] == 2'b01) && fifo_empty_1)| 
                                        ((data_in[1:0] == 2'b10) && fifo_empty_2)) ? LOAD_FIRST_DATA : WAIT_TILL_EMPTY;
        CHECK_PARITY_ERROR: next_state <= (fifo_full) ? FIFO_FULL_STATE : DECODE_ADDRESS;
        default next_state <= DECODE_ADDRESS;
      endcase
    end
  always @ (posedge clock)
    begin
      if (!resetn || (soft_reset_0 || soft_reset_1 || soft_reset_2))
        state <= DECODE_ADDRESS;
      else
        state <= next_state;
    end
  assign busy = ((state == LOAD_DATA) || (state == DECODE_ADDRESS)) ? 1'b0 : 1'b1;
  assign detect_add = (state == DECODE_ADDRESS);
  assign ld_state = (state == LOAD_DATA);
  assign laf_state= (state == LOAD_AFTER_FULL);
  assign full_state = (state == FIFO_FULL_STATE);
  assign write_enb_reg = ((state == LOAD_DATA) || (state == LOAD_PARITY) || (state == LOAD_AFTER_FULL));
  assign rst_int_reg = (state == CHECK_PARITY_ERROR);
  assign lfd_state = (state == LOAD_FIRST_DATA);;
endmodule
==> run.sh <==
#!/bin/bash
# OpenROAD 26Q1-2900-gdf79404cd8, Yosys 0.63+post, stock flow scripts
make -C /OpenROAD-flow-scripts/flow DESIGN_CONFIG=/design/flow/config.mk WORK_HOME=/design/flow/orfs finish
==> config.mk <==
export PLATFORM = sky130hd
export DESIGN_NAME = router_fsm
export DESIGN_NICKNAME = router_fsm
export VERILOG_FILES = /design/flow/design.v
export SDC_FILE = /design/flow/constraint.sdc
export NUM_CORES = 4
export LEC_CHECK = 1
export CORE_AREA = 10 10 72 72
export DIE_AREA = 0 0 82 82
==> constraint.sdc <==
current_design router_fsm

set clk_period 1.6
set clk_io_pct 0.2

create_clock -name clk0 -period $clk_period [get_ports {clock}]

set non_clock_inputs [all_inputs -no_clocks]
set_input_delay [expr $clk_period * $clk_io_pct] -clock clk0 $non_clock_inputs
set_output_delay [expr $clk_period * $clk_io_pct] -clock clk0 [all_outputs]
==> Slide: Implementation Results <==
Implementation Results

Status
  – Status: finished, final reports clean

Power and ir drop
  – Clock share of power: 47.5%
  – Sw Ratio: 18.1%
  – Psw: 88.8 µW
  – Total Power: just under 500 µW
  – Leakage: 0.254 nW
  – Max VDD drop: 0.276 mV
  – Sequential share of power: between 40% and 50%
  – Comb power frac: approximately 11%
  – Internal: 402 µW
  – P per Cell Area: 744 nW/µm²

Yosys
  – Yosys reg bits: 8
  – Count leader, synth: dfxtp_1
  – Largest cells by area: dfxtp_1 49%, nor3b_1 6.9%, nor3_1 4.6%
  – Post-Synthesis Cells: 35
  – Ys async rst share: 0%
  – Yosys top cell area share: 49.0%
  – Unique cell type count in the Yosys netlist: 18
  – Seq/Total Area, Yosys: roughly 49%
  – Synth warn: 1
  – EDFF count, synth: 0
  – Yosys cell count: 35
  – Top cell type by total area after synthesis: dfxtp_1
  – Yosys stat area: about 330 µm²
  – Mean Syn Cell Area: 9.33 µm²
  – Synth Flop Type: dfxtp_1
  – Post-synth top cells: 8 x dfxtp_1, 3 x nor2_1, 3 x nor3_1, 3 x nor3b_1
  – Area of the mapped netlist: 327 µm²

Timing
  – RSZ-0062 raised after global routing: false
  – Clock skew: ~0.97 ps
  – Final Setup Violations: 0
  – Slew Viols, Final: 0
  – Fmax: 0.640 GHz
  – Final hold vios: 0
  – Post-layout min period: 1560 ps
  – Worst slew pin tran: ~280 ps
  – Final period util: 97.7%
  – Slew HR: 81.4%

Clock tree
  – Clk Latency, worst-skew pair: 220 ps
  – Total CTS buffers: 3
  – Longest Clk Path Bufs: 2
  – Sink Count: 8
  – # hold bufs at CTS: 0
  – Clock-pin slew on the worst setup and hold paths: 40 ps
  – CTS tree: built
  – Clk root buf: clkbuf_8
  – Post-CTS Setup Inserts: 0
  – # resized after CTS: 1
  – CTS H-tree depth: 1

Floorplanning
  – Core area: 3690 µm²
  – Row count: 22
  – Die width: 82 µm
  – Chip footprint: 6720 µm²
  – Die H: 82 µm
  – Fp_density: 8.85%
  – Top-Level Pins: 22

Cells and area
  – Fillers: slightly above 400
  – Most flops, register: state
  – Biggest regs: state: 8 flops
  – Layout cells sized above 1: 13.1%
  – Post-layout util: 17.9%
  – Finished Cell Area: ~660 µm²
  – Number of flip-flops in the largest register: 8
  – P&R area growth vs syn: 102%

Critical path
  – Reg2Reg Setup Slack: 530 ps
  – Reg2reg end: state[6]$_DFF_P_
  – Critical path data required time: 1720 ps
  – End of the critical path: state[0]$_DFF_P_
  – Reg2Reg Depth: 3
  – CP Max Fanout: 2
  – Cells along the critical path: clkdlybuf4s50_1, or4b_4, a221o_1, a21o_1
  – Crit Path Class: in2reg
  – CP endpoint kind: register
  – CP peak stage delay: 540 ps
  – Setup crit start: soft_reset_1
  – Worst setup SP type: input pin
  – WP data arrival: 1680 ps
  – R2r startpoint: state[2]$_DFF_P_
  – CP max-delay cell: or4b_4

GRT
  – Met1 global-route usage: under 10%
  – Vias in the first global route: approximately 360
  – Total GRT Usage: 3.33%
  – Met3 GRT Util: 4.52%
  – Initial antenna violation count: 0
  – First-pass GRT wire length: 1.66 mm
  – GRT Residual Overflow: 0
  – Largest net degree at the start of global routing: 8
  – Global routing usage on met2: ~3.2%
  – GR peak layer: met3

Routing
  – Routed wire length: 1.13 mm
  – Vias/cell: approximately 3.4
  – WL/cell: 10.4 µm
  – ANT cells: 0
  – 1st-pass router iterations: 4
  – ANT nets after route: 0
  – Via count: 368
  – DR DRC count: 0
  – Detailed Route Iter0 Violations: 8

Place
  – DPL Wire Length: 957 µm
  – Placed Area: 614 µm²
  – Port bufs: 21
  – Routability congestion estimate: 0.743

Hold path
  – Worst hold path startpoint: state[6]$_DFF_P_
  – Hold Crit Class: reg2reg

Job
  – MaxCap Viol Count: 0
  – Log Warnings: 25
-- power groups by stage --
stage | clock [mW] | combinational, mW | sequential (mW)
finish | 0.233 | 0.0557 | 0.202
CTS | 0.243 | 0.0550 | 0.202
global route | 0.253 | 0.0607 | 0.202
-- final cells by class --
cell class | instances | area, µm² | share of cell area (%)
Inverter | 2 | 7.51 | 1.14
Tap cell | 48 | 60.1 | 9.09
Multi-Input combinational cell | 24 | 158 | 23.9
Clock buffer | 3 | 41.3 | 6.25
Timing Repair Buffer | 24 | 234 | 35.4
Sequential cell | 8 | 160 | 24.2
-- stage by stage --
stage	hold slack, ps	TNS [ps]	cells	worst slack (ps)
6_report	437	0	109	36.4
3_5_place_dp	419	-707	106	-214
2_1_floorplan	396	0	35	118
3_3_place_gp	412	-498	106	-183
5_1_grt	468	0	109	8.64
4_1_cts	440	0	109	5.23
-- logic make-up after synthesis --
family	Yosys count	share of synthesized area, %
flops	8	49.0
compound gates	7	14.6
mux	1	3.07
buf+inv	3	3.83
simple gates	16	29.5
-- placed cells by master (no fill, tap or decap) --
cell,count
a221o_1,1
nor3b_1,3
a21oi_1,2
dlygate4sd2_1,1
or4b_4,1
inv_1,2
nor3_1,3
nand2_1,2
a311oi_1,1
o21ai_0,1
clkbuf_8,3
a21o_1,1
a31oi_1,1
mux2i_1,1
dlymetal6s2s_1,1
or3b_2,1
nand3b_1,2
or3_1,1
clkdlybuf4s50_1,19
nor2_1,3
buf_4,3
dfxtp_1,8
-- worst min path at each step --
| stage | depth (start not counted) | slack, ps | endpoint |
|---|---|---|---|
| CTS | 2 | 440 | state[7]$_DFF_P_ |
| global route | 2 | 470 | state[7]$_DFF_P_ |
| finish | 2 | 440 | state[7]$_DFF_P_ |
-- metal layers --
metal / share of wire, % / wire length, µm
met5: 0 / 0
met4: 0 / 0
met3: 26 / 290
met2: 30 / 341
met1: 44 / 502
-- worst max-delay path, delay by kind of cell --
kind                   cells  cell delay [ps]
and+or+nand+nor            1              540
AOI/OAI and AO/OA          2              430
buffers and inverters      1              400
Power is estimated from default activity; no workload was simulated.
